==> ./design.v <==
module FlipFlopClr
#(
    parameter WIDTH = 32  
)
(
    input logic reset_n,
    input logic clock,
	 input logic clr,
    input logic [(WIDTH-1):0] d,
    output logic [(WIDTH-1):0] q
);
	always_ff @(posedge clock or negedge reset_n) begin
		 if (!reset_n) q <= {WIDTH{1'b0}};
		 else if (clr) q <= {WIDTH{1'b0}};
		 else       q <= d;
	end
endmodule
==> ./run.sh <==
#!/bin/bash
# OpenROAD 26Q1-2900-gdf79404cd8, Yosys 0.63+post, stock flow scripts
make -C /OpenROAD-flow-scripts/flow DESIGN_CONFIG=/design/flow/config.mk WORK_HOME=/design/flow/orfs finish
==> ./config.mk <==
export PLATFORM = sky130hd
export DESIGN_NAME = FlipFlopClr
export DESIGN_NICKNAME = FlipFlopClr
export VERILOG_FILES = /design/flow/design.v
export SDC_FILE = /design/flow/constraint.sdc
export NUM_CORES = 4
export LEC_CHECK = 1
export CORE_AREA = 10 10 88 88
export DIE_AREA = 0 0 98 98
export SYNTH_HDL_FRONTEND = slang
==> ./constraint.sdc <==
current_design FlipFlopClr

set clk_period 1.0
set clk_io_pct 0.2

create_clock -name clk0 -period $clk_period [get_ports {clock}]

set non_clock_inputs [all_inputs -no_clocks]
set_input_delay [expr $clk_period * $clk_io_pct] -clock clk0 $non_clock_inputs
set_output_delay [expr $clk_period * $clk_io_pct] -clock clk0 [all_outputs]
==> GITHUB_STEP_SUMMARY <==
## Synthesis and layout report

| Metric | Value |
|---|---|
| Finished Core Util | 28.8% |
| I/O Pins | around 67 |
| Number of flip-flops in the largest register | 32 |
| Area growth from synthesis to layout | 66.5% |
| CP max stage cell | dfrtp_1 |
| Final Hold Viols | 0 |
| Layout cells sized above 1 | approximately 28% |
| Overall power | between 0.002 and 0.0025 W |
| Floorplan Utilization | ~17% |
| Peak supply drop | ~380 uV |
| Leakage | between 0.8 and 0.9 nW |
| Max cap viols | 0 |
| Mean Syn Cell Area | roughly 15 um2 |
| Routed via count | between 700 and 800 |
| Area leader share | between 70 and 80% |
| Htree depth | 2 |
| Most frequent cells in the layout | clkdlybuf4s50_1, nor2b_1, buf_2, dfrtp_1, clkbuf_8 |
| Crit-path leading delay family | flip-flops |
| Largest area contributor in the netlist | dfrtp_1 |
| Global-route wire length before repair | about 4500 um |
| RSZ-0062 raised after global routing | yes |
| Initial DRC count | 5 |
| GRT Util Overall | around 5.7% |
| # Cells Yosys | roughly 67 |
| Min-Delay Path Class | input port to asynchronous set/reset pin |
| Register share after synthesis | between 70% and 80% |
| Antenna Cells | 0 |
| Worst slew margin | between 80% and 90% |
| CP Data Arrival Time | approximately 0.75 ns |
| Final WS setup | 0.0520 ns |
| Post-DP HPWL | approximately 2200 um |
| Crit-path max FO | 1 |
| Critical path launch point type | flop |
| Cell area leaders | dfrtp_1, nor2b_1, buf_4 |
| Antenna violations before repair | 0 |
| Cell Rows | 28 |
| Worst-Margin Slew | between 0.15 and 0.2 ns |
| Router iterations before antenna repair | 2 |
| DR DRC count | 0 |
| Biggest regs | q x32 |
| Final setup viols | 0 |
| WL/cell | about 13 um |
| Tool Warnings | 26 |
| Crit. End Element | primary output |
| Core area | 0.00592 mm2 |
| Drt total wl | 2770 um |
| Yosys chip area | just over 0.001 mm2 |
| Die Wd | just under 100 um |
| Clk slew on worst S/H paths | approximately 0.060 ns |
| Clock sink count | 32 |
| Vias/cell | between 3 and 4 |
| Minimum clock period | around 0.95 ns |
| Post-CTS Setup Inserts | 0 |
| Most frequent logic cell in the layout | clkdlybuf4s50_1 |
| CTS root buffer | clkbuf_8 |
| Largest stage delay on the critical path | approximately 0.37 ns |
| Max Transition Viols Final | 0 |
| CP cell instances | buf_2 |
| FMAX | 1.05 GHz |
| Place WS | -0.100 ns |
| Critical path class | flop to primary output |
| Syn Inst Count | 67 |
| Largest reg by FF count | q |
| CP required | 0.80 ns |
| Die area | 0.00960 mm2 |
| Max Root-Sink Buffers | 2 |
| Vias in the first global route | approximately 800 |
| Input/output buffers | around 66 |
| Total CTS buffers | 5 |
| Die Ht | around 100 um |
| Yosys warnings | 0 |
| Largest net degree at the start of global routing | 33 |
| Power per cell area | ~1500 mW/mm2 |
| Post-Syn Area | between 0.001 and 0.0015 mm2 |
| CP Buf/Inv Count | 1 |
| Cell Type Count | 3 |
| Status | completed |
| Fin crit share | between 90% and 100% |
| CTS Hold Buffers Added | 0 |
| GPL Wtd Cong | 0.693 |
| CTS tree | done |
| Total grt overflow | 0 |
| Post-route ant nets | 0 |
| Synth Register Bits | 32 |
| Fill cell count | about 630 |
-- through the flow --
stage                     hold slack, ns   TNS, ns  std cells  area (um2)
after floorplan                  -0.0956         0         67        1020
final                              0.290         0        212        1700
after CTS                          0.286         0        212        1700
after detailed placement           0.586     -3.02        207        1800
after global routing               0.302  -0.00191        212        1700
after global placement             0.582     -2.75        207        1800
-- where the power goes --
part	internal (W)	total (W)	switching, W	leakage (nW)
combinational	0.000203	0.000289	0.0000860	0.374
clock	0.000447	0.000835	0.000388	0.0359
sequential	0.00136	0.00137	0.0000137	0.412
-- kinds of logic after synthesis --
kind of cell / after synthesis / synth area share, %
AND/OR/NAND/NOR: 32 / 19.6
flip-flops: 32 / 78.2
buffers and inverters: 3 / 2.20
-- synth_stat cells (all sizes together) --
| cell | count |
|---|---|
| buf | 3 |
| dfrtp | 32 |
| nor2b | 32 |
-- area by class of cell --
class | instances | area (um2) | area share, %
Multi-Input combinational cell | 32 | 200 | 11.7
Tap cell | 75 | 93.8 | 5.51
Timing Repair Buffer | 68 | 541 | 31.7
Clock buffer | 5 | 68.8 | 4.04
Sequential cell | 32 | 801 | 47.0
-- per-layer routing --
metal,GRT usage (%),share of wire [%],vias up,wire length [um]
met5,0,0,-,0
met3,1.92,7.4,5,206
li1,-,-,339,-
met4,1.23,2.6,0,73
met1,6.51,38,331,1060
met2,10.2,52,33,1430
-- what timing repair did --
action | in CTS | in global routing
gates cloned | 0 | 0
resized | 100 | 0
setup endpoints to repair | 32 | 1
-- worst paths after layout --
path	start	cells past startpoint	end	slack, ns
worst min-delay path	reset_n	2	q[26]	0.29
min in group clk0	d[3]	2	q[3]	0.47
max in group asynchronous	reset_n	2	q[9]	0.54
worst max-delay path	q[20]	1	q[20]	0.05
Power and IR drop assume default switching activity.

==> flow/design.v <==
module FlipFlopEn
#(
    parameter WIDTH = 32  
)
(
    input logic reset_n,
    input logic clock,
	 input logic en,
    input logic [(WIDTH-1):0] d,
    output logic [(WIDTH-1):0] q
);
	always_ff @(posedge clock or negedge reset_n) begin
		 if (!reset_n)
			  q <= {WIDTH{1'b0}};
		 else if (en)
			  q <= d;
	end
endmodule
==> flow/run.sh <==
#!/bin/bash
# OpenROAD 26Q1-2900-gdf79404cd8, Yosys 0.63+post, stock flow scripts
make -C /OpenROAD-flow-scripts/flow DESIGN_CONFIG=/design/flow/config.mk WORK_HOME=/design/flow/orfs finish
==> flow/config.mk <==
export PLATFORM = sky130hd
export DESIGN_NAME = FlipFlopEn
export DESIGN_NICKNAME = FlipFlopEn
export VERILOG_FILES = /design/flow/design.v
export SDC_FILE = /design/flow/constraint.sdc
export NUM_CORES = 4
export LEC_CHECK = 1
export CORE_AREA = 10 10 104 104
export DIE_AREA = 0 0 114 114
export SYNTH_HDL_FRONTEND = slang
==> flow/constraint.sdc <==
current_design FlipFlopEn

set clk_period 1.0
set clk_io_pct 0.2

create_clock -name clk0 -period $clk_period [get_ports {clock}]

set non_clock_inputs [all_inputs -no_clocks]
set_input_delay [expr $clk_period * $clk_io_pct] -clock clk0 $non_clock_inputs
set_output_delay [expr $clk_period * $clk_io_pct] -clock clk0 [all_outputs]
==> reports/results.tsv <==
stage	metric	value	unit
run_status	status	complete, but fails checks	
run_status	failing checks	negative hold slack	
die	Rows	34	
power	Pwr Density	1450	mW/mm2
global_routing	Tot GR Track Use	0.0537	
routing	initial detailed-routing violation count	12	
cells_and_area	P&R area growth vs syn	65.7	%
sta	Peak Freq	1010	MHz
routing	antenna-violating nets left	0	
power	Net Sw Power	0.691	mW
cells_and_area	Logic cell area	473	um2
cells_and_area	layout cells sized above 1	0.605	
sta	Fin. Hold Viols	32	
setup_path	crit path DRT	1.16	ns
yosys	ys flops	32	
routing	DRC	0	
global_routing	largest net degree at the start of global routing	33	
routing	drt first pass iters	2	
cells_and_area	Core Util, Final	0.257	
die	fp util	0.155	
cells_and_area	Flop area	801	um2
cells_and_area	Largest Register	q	
clock_network	Clock Latency Late Sink	0.27	ns
die	die area	0.0130	mm2
sta	final setup vio count	0	
worst_hold_path	worst min path class	in2async	
global_routing	grt peak-use layer	met2	
setup_path	Max Fanout on Critical Path	2	
placed_design	I/O Buffers	66	
power	P_leak	1.08	nW
clock_network	Clock transition at path regs	0.07	ns
clock_network	CTS tree	done	
cells_and_area	final instance area	0.00223	mm2
routing	Vias	886	
global_routing	met3 Usage GRT	0.0133	
setup_path	kind of start point of the critical path	flop	
yosys	Synth area leader	dfrtp_1	
global_routing	initial antenna violation count	0	
routing	WL/cell	13.2	um
clock_network	clk sinks	32	
setup_path	Setup crit end kind	flop	
sta	slew margin rel.	0.880	
placed_design	DP HPWL	2650	um
placed_design	Placer Congestion	0.717	
setup_path	FF-to-FF End	q[22]	
yosys	Avg Synthesized Cell Area	19.8	um2
power	Switching Share	0.213	
setup_path	Setup CP Type	reg2reg	
sta	minimum clock period	0.988	ns
sta	post-layout period usage	0.988	
sta	worst setup margin	0.0124	ns
routing	drt total wl	3570	um
die	Die Wd	114	um
global_routing	grt met2 use	0.0862	
global_routing	total grt overflow	0	
power	Seq pwr share	0.459	
placed_design	Placed Area	0.00217	mm2
global_routing	grt met1 use	0.0727	
global_routing	first-pass GRT wire length	5670	um
sta	skew final	0	ns
die	Ports	67	
yosys	Synth top area share	0.595	
clock_network	clk root buf	clkbuf_8	
global_routing	number of global-route vias before repair	969	
sta	Setup TNS	0	ns
sta	max-slew violations	0	
yosys	# Cells Yosys	68	
yosys	Post-synth seq share	0.595	
power	Max IR drop VDD	0.000481	V
yosys	YS chip area	0.00135	mm2
clock_network	Num CTS Buffers	5	
setup_path	Arr. time, crit path	1.15	ns
job	stage-log warning count	29	
yosys	Top area cell types	dfrtp_1, mux2_4, buf_12, mux2_2, buf_6	
yosys	synth unique cells	5	
power	Tot Pwr	3.24	mW
sta	slew at the pin with the worst max-slew slack	0.180	ns
cells_and_area	max FFs per register	32	
sta	Fin Hold WS	-0.130	ns
die	Die H	114	um
power	Gate power share	0.209	
setup_path	reg2reg setup slack	0.01	ns
cells_and_area	most numerous logic cell after layout	buf_2	
placed_design	Post-Place Setup Slack	-0.0390	ns
setup_path	depth of the worst register-to-register path	3	
power	Power Internal	2.55	mW
cells_and_area	most numerous logic cells after layout	buf_2, clkdlybuf4s50_1, dfrtp_1, mux2_4, buf_4	
job	maxcap violations	0	
yosys	Yosys warning count	0	
yosys	Syn Inst Count	68	
sta	unrepaired setup endpoints after global routing	true	
power	Clock power frac	0.332	
routing	Inserted Diodes	0	
clock_network	H-tree Lvls	2	
yosys	area of the mapped netlist	0.00135	mm2
routing	Via density	3.28	
cells_and_area	Largest regs	q: 32 flops	
setup_path	RR Startpoint	q[22]	
cells_and_area	Fill cells	897	
die	Core Region	0.00868	mm2
clock_network	Max clock buf depth	2	
[per-stage QoR]
stage	hold WS (ns)	instances
after floorplan	-0.0956	68
after global placement	0.175	248
after detailed placement	0.173	248
after CTS	-0.137	263
after global routing	-0.136	270
final	-0.130	270
[synthesized netlist by cell type (all sizes together)]
cell	count
dfrtp	32
buf	4
mux2	32
[worst max path at each step]
stage | slack (ns) | from | endpoint | cells past startpoint
final | 0.01 | q[22] | q[22] | 3
after global routing | -0.02 | q[12] | q[12] | 1
after CTS | -0.0002 | q[29] | q[29] | 1
[per-layer routing]
layer	vias to the layer above	wire, um
met5	-	0
met4	0	43
met3	2	201
met2	27	1770
met1	433	1560
li1	424	-
[power groups by stage]
stage	Clock (mW)	Sequential, mW	Combinational, mW
after CTS	1.15	1.48	0.650
after global routing	1.20	1.50	0.738
final	1.07	1.49	0.677
[worst max-delay path, stage by stage, from the launching register on]
cell	delay [ns]
dfrtp_1	0.38
buf_4	0.13
buf_4	0.12
mux2_4	0.25
[final cells by class]
| type | count | share of cell area |
|---|---|---|
| sequential | 32 | 0.359 |
| tap | 108 | 0.0606 |
| multi-input combinational | 32 | 0.212 |
| clock buffer | 7 | 0.0432 |
| timing repair buffer | 91 | 0.325 |
[cell families after synthesis]
family                 synth area share
DFF                               0.595
muxes                             0.352
buffers and inverters            0.0530
[timing repair]
action / 4_1_cts / 5_1_grt
endpoints found under the setup margin: 32 / 29
resized: 99 / 2
endpoints found under the hold margin: 32 / 32
pin swaps: 0 / 0
setup buffers: 8 / 8
Power figures rest on the tool's default switching activity, not on a simulated workload.

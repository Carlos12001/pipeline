**flow/config.mk**
```make
export PLATFORM = sky130hd
export DESIGN_NAME = FlipFlopEnClr
export DESIGN_NICKNAME = FlipFlopEnClr
export VERILOG_FILES = /design/flow/design.v
export SDC_FILE = /design/flow/constraint.sdc
export NUM_CORES = 4
export LEC_CHECK = 1
export CORE_UTILIZATION = 30
export SYNTH_HDL_FRONTEND = slang
```
**flow/constraint.sdc**
```tcl
current_design FlipFlopEnClr

set clk_period 1.0
set clk_io_pct 0.2

create_clock -name clk0 -period $clk_period [get_ports {clock}]

set non_clock_inputs [all_inputs -no_clocks]
set_input_delay [expr $clk_period * $clk_io_pct] -clock clk0 $non_clock_inputs
set_output_delay [expr $clk_period * $clk_io_pct] -clock clk0 [all_outputs]
```
**flow/design.v**
```verilog
module FlipFlopEnClr
#(
    parameter WIDTH = 32  
)
(
    input logic reset_n,
    input logic clock,
	 input logic en,
	 input logic clr,
    input logic [(WIDTH-1):0] d,
    output logic [(WIDTH-1):0] q
);
	always_ff @(posedge clock or negedge reset_n) begin
		 if (!reset_n)
			  q <= {WIDTH{1'b0}};
		 else if (en)
			if (clr) q <= {WIDTH{1'b0}};
			else       q <= d;
	end
endmodule
```
**flow/run.sh**
```bash
#!/bin/bash
# OpenROAD 26Q1-2900-gdf79404cd8, Yosys 0.63+post, stock flow scripts
make -C /OpenROAD-flow-scripts/flow DESIGN_CONFIG=/design/flow/config.mk WORK_HOME=/design/flow/orfs finish
```
==> results_slide.txt <==
Implementation Results

Outcome
  • Outcome: finished clean

STA
  • Final Cycle Share: a little over nine tenths
  • Clock skew: 0 ns
  • Setup TNS: 0 ns
  • Slew Limit Fails: 0
  • Final worst slack: between 0.015 and 0.02 ns
  • Worst slew margin: 88.1%
  • Final setup fails: 0
  • Fmax: roughly 1000 MHz
  • Worst-margin pin slew: 0.179 ns
  • Final hold vios: 0
  • RSZ-0062 raised after global routing: true
  • Fin crit period: 0.983 ns

Route
  • DRC: 0
  • Wire length per cell: about 12 um
  • Drt via density: approximately 4.4
  • Total number of vias: around 1200
  • Final ANT Viol Nets: 0
  • N_diodes: 0
  • Routed WL: roughly 3.3 mm
  • Initial DRC count: slightly above 80
  • First-pass detailed-route iteration total: 21

Power and ir drop
  • Pleak: 1.06 nW
  • Final Total Pwr: around 3 mW
  • VDD IR max: 0.765 mV
  • Pwr Density: 1360 nW/um^2

Global routing
  • Antenna violations before repair: 0
  • First-pass GRT wire length: 5.15 mm
  • Total grt overflow: 0
  • Vias in the first global route: roughly 1100
  • Total GRT Usage: a little over an eighth
  • Largest net degree at the start of global routing: 36

Synth
  • Synth area leader: dfrtp_1
  • Synth warn: 0
  • Yosys Instances: 138
  • Synthesis area per yosys: around 1400 um^2
  • Cell Area, Synth: around 1400 um^2
  • Post-synth top area share: 56.9%
  • Distinct cell type count after synthesis: 7
  • Syn Area/Cell: between 10 and 15 um^2
  • Cells after Synth: ~140
  • Seq share, synth: a little under three fifths
  • Flops out of synthesis: 32
  • Cell area leaders: dfrtp_1 (57%), nand3b_1 (17%), o21ai_1 (11%), inv_1 (8.5%), buf_6 (4.0%)

Final layout
  • Largest regs: q x32
  • Layout cells sized above 1: between 20% and 30%
  • Post-route design area: around 2200 um^2
  • Syn-to-layout area delta: 56.1%
  • Max reg flops: 32
  • Top reg by flops: q
  • Util after Layout: ~49%
  • Register Area: 801 um^2
  • Fillers: slightly above 400
  • Combinational gate area: roughly 400 um^2

Critical path
  • Top delay family on crit path: flip-flops
  • WP data required: roughly 0.8 ns
  • Crit path cell chain: buf_2
  • Max incr delay on CP: between 0.3 and 0.4 ns
  • Worst Path Arrival: between 0.7 and 0.8 ns
  • Worst Setup SP: q[7]$_DFFE_PN0P_
  • CP Launch Type: register
  • Slowest-stage cell, CP: dfrtp_1
  • Crit path kind: register to output port
  • CP endpoint kind: output port
  • Crit Path Max Fanout: 2
  • Worst Path Buf+Inv: 1
  • Reg2Reg Launch Point: q[26]$_DFFE_PN0P_

Floorplan
  • I/O Pins: 68
  • Die width: between 70 and 80 um
  • Die area: 4970 um^2
  • Initial Util: roughly a third
  • Core area: between 4000 and 5000 um^2
  • Row count: 24
  • Die Y: ~71 um

Placement
  • Post-DP Area: 2130 um^2
  • Post-place setup slack: -0.194 ns
  • IO Port Bufs: 67
  • GP Congestion: 0.779
  • Dpl hpwl: 2.13 mm

CTS
  • Clk Latency, worst-skew pair: 0.28 ns
  • CTS Buf Count: 5
  • H-tree levels: 2
  • CTS clock-pin slew for the worst setup and hold paths: roughly 0.060 ns
  • CTS Root Cell: clkbuf_8
  • Max clock buf depth: 2
  • Clock Sinks: 32
  • CTS tree: built
  • Hold-fix buffer count after cts: 0

Flow run
  • Max-cap viol count: 0
  • OpenROAD warnings: 26

Hold path
  • Worst Hold Class: input pin to asynchronous set/reset pin
placed cells by master, fill, tap and decap left out, drive strengths merged:
cell,n
clkdlybuf4s50,34
inv,32
o21ai,32
dfrtp,32
nand3b,32
buf,55
clkbuf,8
layer usage:
layer  routed length, um  track usage [%]  vias up
met4                  50             2.04        0
li1                    -                -      612
met3                 273             4.53        4
met5                   0                0        -
met2                1400             20.3       48
met1                1590             20.5      553
synthesized netlist by cell type:
library cell and count:
buf_4 2, dfrtp_1 32, buf_6 5, inv_1 32
nand3b_1 32, buf_2 3, o21ai_1 32
cell families (layout without fill, tap and decap cells):
group                  count (synthesis)  in the layout  share of synthesized area [%]
AND/OR/NAND/NOR                       32             32                           17.1
flip-flops                            32             32                           56.9
AND-OR/OR-AND                         32             32                           11.4
buffers and inverters                 42            129                           14.7
worst paths after layout:
path	endpoint	slack (ns)	depth (start not counted)
min in group clk0	q[29]$_DFFE_PN0P_	0.35	3
max in group asynchronous	q[26]$_DFFE_PN0P_	0.54	2
worst max-delay path	q[7]	0.02	1
worst max register to register	q[26]$_DFFE_PN0P_	0.18	4
worst min-delay path	q[22]$_DFFE_PN0P_	0.29	2
worst min register to register	q[20]$_DFFE_PN0P_	0.51	2
where the power goes:
part / leakage, nW / switching, mW / internal [mW] / total, mW
Combinational: 0.602 / 0.190 / 0.351 / 0.541
Sequential: 0.416 / 0.0497 / 1.40 / 1.45
Clock: 0.0455 / 0.439 / 0.560 / 0.999
Total: 1.06 / 0.679 / 2.31 / 2.99
final cells by class:
class                   count  share of cell area [%]
repair buffers             89                    32.8
well taps                  52                    2.96
inverters                  32                    5.47
clock buffers               8                    4.10
multi-input cells          64                    18.2
flip-flops and latches     32                    36.4
per-stage QoR:
| stage | std cells | hold WS, ns |
|---|---|---|
| floorplan | 138 | -0.0956 |
| global placement | 251 | 0.497 |
| detailed placement | 251 | 0.501 |
| CTS | 269 | 0.294 |
| global route | 277 | 0.303 |
| finish | 277 | 0.287 |
timing repair:
item / in CTS / in global routing
buffers inserted: 10 / 8
gates resized: 97 / 0
endpoints found under the setup margin: 32 / 22
pin swaps: 0 / 0
Power figures rest on the tool's default switching activity, not on a simulated workload.
